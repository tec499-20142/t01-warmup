--- ./constraint.sdc ---
current_design interfaceControl

set clk_period 3.5
set clk_io_pct 0.2

create_clock -name clk0 -period $clk_period [get_ports {clk}]

set non_clock_inputs [all_inputs -no_clocks]
set_input_delay [expr $clk_period * $clk_io_pct] -clock clk0 $non_clock_inputs
set_output_delay [expr $clk_period * $clk_io_pct] -clock clk0 [all_outputs]
--- ./design.v ---
module interfaceControl(
	input clk, 
	input reset, 
	input rx_data_ready, 
	input [7:0] rx_data, 
	output reg[7:0] data_a, 
	output reg[7:0] data_b,
	output reg[7:0] operation
	); 
	reg [7:0] data_a_temp; 
	reg [7:0] data_b_temp; 
	reg [7:0] operation_temp; 
	reg [1:0] state;
	wire rx_data_temp; 
	always_ff @(posedge clk)
		if(!reset)
			begin
				state <= 2'b00; 
			end
		else if(rx_data_ready)
			begin 
				state <= state + 1; 
			end
	 always_ff @(posedge clk) 
		if(!reset)
			begin 
				data_a <= 8'b0; 
				data_b <= 8'b0; 
				operation <= 8'b0; 
			end
		else 
		  begin 
		    case(state)
			   2'b00: operation_temp <= rx_data;
			   2'b01: data_a_temp <= rx_data; 
			   2'b10: data_b_temp <= rx_data;
			   2'b11:
			     begin 
			       operation <= operation_temp;
				     data_a <= data_a_temp;
				     data_b <= data_b_temp; 
			     end   
		    endcase
		  end 
endmodule 
--- ./config.mk ---
export PLATFORM = sky130hd
export DESIGN_NAME = interfaceControl
export DESIGN_NICKNAME = interfaceControl
export VERILOG_FILES = /design/flow/design.v
export SDC_FILE = /design/flow/constraint.sdc
export NUM_CORES = 4
export LEC_CHECK = 1
export CORE_UTILIZATION = 30
--- ./run.sh ---
#!/bin/bash
# OpenROAD 26Q1-2900-gdf79404cd8, Yosys 0.63+post, stock flow scripts
make -C /OpenROAD-flow-scripts/flow DESIGN_CONFIG=/design/flow/config.mk WORK_HOME=/design/flow/orfs finish
==> results.yml <==
# physical design summary
worst_setup_path:
  crit_arrival_ps: 2130
  reg2reg_slack_ps: 2130
  path_buffers: 1
  max_stage_delay_ps: 950
  crit_chain: "clkdlybuf4s50_1 > and2_1"
  cp-start-kind: "input port"
  crit_type: "in2reg"
  worst_path_max_delay_cell: "clkdlybuf4s50_1"
  end_kind: "flip-flop"
  critical-path-top-delay-family: "buffers and inverters"
  path_max_fanout: 29
  required_ps: 3450
clock_tree:
  cts_setup_buffers: 0
  cts_sinks: 50
  numCtsBuffers: 5
  cts-root-buf: "clkbuf_8"
  tritoncts: "built"
  insertion_delay_ps: 290
  cts_buffer_depth: 2
  ctsResizeCount: 0
  clk_pin_slew_ps: 80
  cts_hold_buffers: 0
  htreeDepth: 2
routing:
  first_iter_violations: 36
  wl_per_cell_um: 12.04
  dr_total_vias: 948
  drtAntennaViolNets: 0
  diodes: 0
  drc_errors: 0
  routed_wl_um: 2721
  dr.pass1.iters: 4
  routed_via_density: 4.195
floorplan:
  dieHeight_um: 79.55
  chip_area_sq_um: 6328
  ioPinCount: 35
  fp_util_pct: 31.98
  die_width_um: 79.55
  rows: 27
  core_sq_um: 5642
global_route:
  grt_util_met2_pct: 15.73
  grt_usage_pct: 9.479
  use_met3_pct: 4.408
  gr-total-overflow: 0
  grt_max_degree: 30
  grt_pass1_wl_um: 4395
  busiest_layer: "met2"
  use_met1_pct: 11.54
  antenna_found_initial: 0
  first_global_vias: 942
sta:
  fin_skew_ps: 3.707
  setup_violations: 0
  fin_tns_setup_ps: 0
  tightest_slew_ps: 739.6
  rsz0062_at_grt: "false"
  drv_slew: 0
  fin_crit_ps: 2182
  setup_ws_ps: 1318
  clock.fmax_mhz: 458.3
  final_hold_viol_count: 0
  slew_headroom_pct: 50.54
  period_used_pct: 62.34
yosys:
  top_logic_kind: "multiplexers"
  mux_area_share_pct: 13.87
  yosysSeqAreaShare_pct: 68.79
  ys_sh_aoi_pct: 0
  ys_types: 12
  ys_sh_adder_pct: 2.774
  synthesis.area_sq_um: 1804
  syn_inst: 117
  simple_gate_area_share_pct: 10.06
  yosysWarnings: 1
  avgSynthCellArea_sq_um: 15.42
  ys.flops: 50
  ys_chip_area_sq_um: 1804
  xor_area_share_pct: 0.4854
  yosys_cells: 117
placed_design:
  dp_hpwl_um: 1904
  pre_cts_ws_ps: 1006
  globalplace.congestion: 0.7781
  portBuffers: 34
job:
  warnings: 28
  max_cap_violations: 0
hold_path:
  hp-class: "reg2reg"
power:
  p_leak_nw: 0.7349
  p_per_area_nw_per_um2: 476.1
  ir_drop_uv: 171.2
status:
  outcome: "complete, no violations"
layout:
  area_growth_pct: 26.70
  fin_util_pct: 40.52
  final_layout_size_suffix_gt1_share_pct: 5.844
routing by layer:
metal	wire [um]	vias up
li1	-	466
met1	1100	442
met2	1291	34
met3	261	6
met4	68	0
met5	0	-
cell usage after synthesis:
| cell | instances | area share (%) |
|---|---|---|
| and2_1 | 4 | 1.4 |
| buf_12 | 2 | 2.2 |
| buf_2 | 2 | 0.55 |
| buf_6 | 1 | 0.62 |
| clkbuf_1 | 1 | 0.21 |
| dfxtp_1 | 26 | 29 |
| edfxtp_1 | 24 | 40 |
| ha_1 | 4 | 2.8 |
| inv_1 | 2 | 0.42 |
| mux2i_1 | 25 | 14 |
| nor2b_1 | 25 | 8.7 |
| xor2_1 | 1 | 0.49 |
report_power, final:
part	internal, mW	switching (mW)	total, mW
registers	0.637	0.00955	0.647
logic	0.0362	0.0286	0.0648
clock network	0.210	0.167	0.377
total	0.883	0.205	1.09
cells by family after synthesis:
kind of cell	after synthesis
fa+ha+maj	4
flops	50
mux	25
xor+xnor	1
buf+inv	8
simple gates	29
path summary, 6_finish.rpt:
| check | start | endpoint | cells after the start |
|---|---|---|---|
| max | reset | operation_temp[1]$_DFFE_PP_ | 2 |
| min | operation_temp[5]$_DFFE_PP_ | operation[5]$_SDFFE_PN0N_ | 2 |
| max reg2reg | state[0]$_SDFFE_PN0P_ | operation[4]$_SDFFE_PN0N_ | 4 |
| min reg2reg | operation_temp[5]$_DFFE_PP_ | operation[5]$_SDFFE_PN0N_ | 2 |
layout make-up:
type	count	area, sq um
fillers	507	3356
flip-flops and latches	50	1241
multi-input cells	59	490.5
repair buffers	35	347.8
well taps	72	90.09
clock buffers	5	68.82
clock inverters	3	40.04
inverters	2	7.507
flip-flops by register name, summed over array words and instances, names as in the netlist:
| name | cells |
|---|---|
| data_a | 8 |
| data_b | 8 |
| data_a_temp | 8 |
| operation_temp | 8 |
| data_b_temp | 8 |
| state | 2 |
| operation | 8 |
cell usage in the layout, fill, tap and decap left out, drive strengths merged, types with 2 or more instances in the layout:
| master | n |
|---|---|
| clkdlybuf4s50 | 34 |
| dfxtp | 26 |
| mux2i | 25 |
| nor2b | 25 |
| edfxtp | 24 |
| clkbuf | 5 |
| and2 | 4 |
| ha | 4 |
| inv | 2 |
| clkinv | 2 |
worst register-to-register path, stage by stage (launching register included):
cell,delay [ps]
dfxtp_1,400
ha_1,170
buf_4,360
mux2i_1,260
nor2b_1,70
metrics by stage:
step	hold WS, ps	total power, mW	cells	cell area (sq um)
after CTS	513.1	1.101	226	2286
final	511.9	1.088	226	2286
after detailed placement	493.8	0.7259	218	2177
after floorplan	458.7	0.6943	117	1804
after global routing	541.6	1.135	226	2286
after global placement	497.0	0.7241	218	2177
No activity file was given, so power comes from the tool's default toggle rates.
